--- run.sh ---
#!/bin/bash
# OpenROAD 26Q1-2900-gdf79404cd8, Yosys 0.63+post, stock flow scripts
make -C /OpenROAD-flow-scripts/flow DESIGN_CONFIG=/design/flow/config.mk WORK_HOME=/design/flow/orfs finish
--- config.mk ---
export PLATFORM = sky130hd
export DESIGN_NAME = block_counter
export DESIGN_NICKNAME = block_counter
export VERILOG_FILES = /design/flow/design.v
export SDC_FILE = /design/flow/constraint.sdc
export NUM_CORES = 4
export LEC_CHECK = 1
export CORE_AREA = 10 10 70 70
export DIE_AREA = 0 0 80 80
--- constraint.sdc ---
current_design block_counter

set clk_period 2.5
set clk_io_pct 0.2

create_clock -name clk0 -period $clk_period [get_ports {clk}]

set non_clock_inputs [all_inputs -no_clocks]
set_input_delay [expr $clk_period * $clk_io_pct] -clock clk0 $non_clock_inputs
set_output_delay [expr $clk_period * $clk_io_pct] -clock clk0 [all_outputs]
--- design.v ---
package qpu_pkg;
    parameter int BLOCK_SIZE      = 256;      
    parameter int MANT_WIDTH      = 24;       
    parameter int WORK_WIDTH      = 32;       
    parameter int EXP_WIDTH       = 8;        
    parameter int PARALLEL_LANES  = 16;       
    parameter int AXI_DATA_WIDTH  = 512;      
    parameter int AXI_ADDR_WIDTH  = 33;       
    parameter int COMPLEX_WIDTH       = 2 * WORK_WIDTH;
    parameter int STORED_COMPLEX_W    = 2 * MANT_WIDTH;
    parameter int BLOCK_ADDR_WIDTH    = $clog2(BLOCK_SIZE);
    parameter int GUARD_BITS          = 1;
    parameter int ROUND_BITS          = WORK_WIDTH - MANT_WIDTH;
    typedef logic signed [WORK_WIDTH-1:0]  work_t;
    typedef logic signed [MANT_WIDTH-1:0]  mant_t;
    typedef logic        [EXP_WIDTH-1:0]   exp_t;
    typedef struct packed {
        work_t real_num;
        work_t imaginary;
    } complex_work_t;
    typedef struct packed {
        mant_t real_num;
        mant_t imaginary;
    } complex_mant_t;
endpackage
import qpu_pkg::*;
module block_counter 
#(
    parameter int BLOCK_SIZE = 256
)
(
    input logic clk,
    input logic rst,
    input logic start_block,
    input logic valid_in,
    output logic block_done
);
logic [$clog2(BLOCK_SIZE)-1:0] wr_ptr;
logic done;
always_ff @(posedge clk) begin
    if (rst) begin
        wr_ptr <= 0;
        done <= 0;
    end else begin
        done <= 0;
        if (start_block) begin
            wr_ptr <= 0;
        end else if (valid_in) begin
            wr_ptr <= wr_ptr + 1;
            if (wr_ptr == BLOCK_SIZE-1) done <= 1;
        end
    end
end
assign block_done = done;
endmodule
==> notes.md <==
flow finished, numbers: CP endpoint kind register, total die size 0.00640 mm², CTS Hold Bufs 0, Clock power frac 41.4%, Slew headroom 82.2%, Logic pwr share 5.0%, and+or+nand+nor area frac 26.9%, Pre-antenna DRT Iters 2, max-slew violation count 0, FF-to-FF Start wr_ptr[0], Resized cells post-CTS 0, Adders+Majority by Area 3.37%, sequential area share after synthesis 48.5%, CP max stage cell clkdlybuf4s50_1, synth unique cells 16, Slew @ Worst Pin 0.265 ns, Starting Density 10.9%, met2 Use GR 3.05%, Setup WS pre-CTS 0.623 ns, Post-CTS Setup Bufs 0, CTS sink cnt 9, Critical Path RT 2.69 ns, global route total overflow 0, ANT nets after route 0, Setup-failing EPs final 0, VDD IR-drop max 0.323 mV, Synth-to-Final Area Change 32.3%, Complex Gates by Area 5.39%, grt met1 use 3.16%, fmax 625 MHz, Pleak 0.159 nW, core area 0.00342 mm², All-Layer GR Usage 2.35%, cell-internal power 0.000214 W, cells after synthesis 41, largest net degree at the start of global routing 8, sw frac 21.4%, cycle use final 64.0%, HP Class register to register, Netlist Area Pre-Place 372 µm², Max-cap violations 0, yosys xor share 9.43%, Synth Warn # 1, DR WL/cell 7.17 µm, sequential share of power 53.6%, H-tree depth 1, busiest grt layer met1, # Cells Yosys 41, vias in the first global route 282, fin util 14.4%, Top cells excl fill/tap dfxtp_1 (9), nor2_1 (6), nand2_1 (5), slowest stage delay, CP 0.60 ns, Max Clock Skew 0.00123 ns, sw power 0.0000580 W, Die Y 80 µm, # fillers 398, CP Class primary input to register, initial antenna violation count 0, Final Hold Violating Endpoints 0, initial drt markers 9, DR vias/cell 3.06, PD cells 552 mW/mm², via count 288, gpl congestion 0.805, dominant kind of combinational cell simple AND/OR/NAND/NOR gates, proportion of layout cells with a drive suffix above 1 10.4%, FP Rows 21, PortBufs 4, CTS tree built, DRC Markers 0, FF+latch count, synth 9, # diodes 0, most frequent logic cell in the layout dfxtp_1, routing usage on met3 1.59%, root buffer cell clkbuf_4, total tool warning count 25, Worst Hold Launch wr_ptr[7], first-pass GRT wire length 1230 µm, startpoint types primary input, Die X 80 µm, Clock Latency Late Sink 0.26 ns, Multiplexer share 5.39%, Final Worst Setup Slack 0.900 ns, fin crit period 1.60 ns, status finished, final reports clean, Clock Path Buffers 2, clock slew at reported path FFs 0.06 ns, routed wire length 674 µm, total negative slack 0 ns, io pins 5, worst path cell trace clkdlybuf4s50_1 -> nand4_2 -> nor3_1 -> mux2i_1, Num CTS Buffers 3, yosys stat area 372 µm², worst setup path start valid_in, unrepaired setup endpoints after global routing false, syn avg cell area 9.06 µm², Max FO, Critical Path 5, Worst Path Arrival 1.79 ns
==> worst max-delay path, delay by kind of cell <==
kind          cells  cell delay, ns
simple gates      2            0.49
mux               1            0.21
buf+inv           1            0.60
==> flip-flops by register name, indices dropped and copies added, names as in the netlist <==
name    flops
wr_ptr      8
done        1
==> path summary, 6_finish.rpt <==
check / to / slack (ns) / depth (start not counted)
worst max-delay path: wr_ptr[7] / 0.90 / 4
worst max register to register: wr_ptr[6] / 1.21 / 4
worst min-delay path: done / 0.48 / 2
worst min register to register: done / 0.48 / 2
==> per-layer routing <==
metal,vias up,share of wire (%)
met4,0,1.2
met5,-,0
met3,2,7.7
li1,154,-
met2,6,37
met1,126,54
==> layout make-up <==
type | count | area, µm² | share of cell area (%)
clock buffers | 4 | 26.3 | 5.34
multi-input cells | 31 | 188 | 38.2
flip-flops and latches | 9 | 180 | 36.6
well taps | 46 | 57.6 | 11.7
repair buffers | 4 | 40.0 | 8.14
==> Yosys cell counts (all sizes together) <==
cell	count	area, µm²
a21oi	2	10.0
xnor2	1	8.76
o21ai	2	10.0
dfxtp	9	180
ha	1	12.5
or3	3	18.8
xor2	3	26.3
nand2	5	18.8
nor3	2	10.0
nor2	6	22.5
mux2i	2	20.0
nand4	2	18.8
clkbuf	1	3.75
nand3	1	5.00
or2	1	6.26
==> per-stage QoR <==
step	std cells	hold WS (ns)	area, µm²	power (W)
5_1_grt	94	0.532	492	0.000288
3_3_place_gp	90	0.461	465	0.000162
4_1_cts	94	0.483	492	0.000275
2_1_floorplan	41	0.439	372	0.000155
3_5_place_dp	90	0.472	465	0.000162
6_report	94	0.476	492	0.000272
==> cell families after synthesis <==
logic type                 after synthesis
AOI/OAI and AO/OA                        4
muxes                                    2
adders and majority gates                1
and+or+nand+nor                         20
xor gates and xnor gates                 4
DFF                                      9
buffers and inverters                    1
==> power groups by stage <==
stage	clock network, W	logic (W)	registers (W)
after global routing	0.000126	0.0000154	0.000146
final	0.000112	0.0000135	0.000146
after CTS	0.000115	0.0000136	0.000146
Power figures rest on the tool's default switching activity, not on a simulated workload.
