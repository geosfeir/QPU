## design/flow/design.v

```verilog
package qpu_pkg;
    parameter int BLOCK_SIZE      = 256;      
    parameter int MANT_WIDTH      = 24;       
    parameter int WORK_WIDTH      = 32;       
    parameter int EXP_WIDTH       = 8;        
    parameter int PARALLEL_LANES  = 16;       
    parameter int AXI_DATA_WIDTH  = 512;      
    parameter int AXI_ADDR_WIDTH  = 33;       
    parameter int COMPLEX_WIDTH       = 2 * WORK_WIDTH;
    parameter int STORED_COMPLEX_W    = 2 * MANT_WIDTH;
    parameter int BLOCK_ADDR_WIDTH    = $clog2(BLOCK_SIZE);
    parameter int GUARD_BITS          = 1;
    parameter int ROUND_BITS          = WORK_WIDTH - MANT_WIDTH;
    typedef logic signed [WORK_WIDTH-1:0]  work_t;
    typedef logic signed [MANT_WIDTH-1:0]  mant_t;
    typedef logic        [EXP_WIDTH-1:0]   exp_t;
    typedef struct packed {
        work_t real_num;
        work_t imaginary;
    } complex_work_t;
    typedef struct packed {
        mant_t real_num;
        mant_t imaginary;
    } complex_mant_t;
endpackage
import qpu_pkg::*;
module block_buffer #(
  parameter int BLOCK_SIZE = 256,
  parameter int DATA_WIDTH = 64
)(
  input  logic                          clk,
  input  logic                          we,
  input  logic [$clog2(BLOCK_SIZE)-1:0] waddr,
  input  logic [DATA_WIDTH-1:0]         wdata,
  input  logic                          re,
  input  logic [$clog2(BLOCK_SIZE)-1:0] raddr,
  output logic [DATA_WIDTH-1:0]         rdata
);
  logic [DATA_WIDTH-1:0] mem [0:BLOCK_SIZE-1];
  always_ff @(posedge clk) begin
    if (we) begin
      mem[waddr] <= wdata;
    end
  end
  always_ff @(posedge clk) begin
    if (re) begin
      rdata <= mem[raddr];
    end
  end
endmodule
```

## design/flow/run.sh

```bash
#!/bin/bash
# OpenROAD 26Q1-2900-gdf79404cd8, Yosys 0.63+post, stock flow scripts
make -C /OpenROAD-flow-scripts/flow DESIGN_CONFIG=/design/flow/config.mk WORK_HOME=/design/flow/orfs finish
```

## design/flow/config.mk

```make
export PLATFORM = sky130hd
export DESIGN_NAME = block_buffer
export DESIGN_NICKNAME = block_buffer
export VERILOG_FILES = /design/flow/design.v
export SDC_FILE = /design/flow/constraint.sdc
export NUM_CORES = 4
export LEC_CHECK = 1
export CORE_UTILIZATION = 40
export SYNTH_MEMORY_MAX_BITS = 65536
```

## design/flow/constraint.sdc

```tcl
current_design block_buffer

set clk_period 54.4
set clk_io_pct 0.2

create_clock -name clk0 -period $clk_period [get_ports {clk}]

set non_clock_inputs [all_inputs -no_clocks]
set_input_delay [expr $clk_period * $clk_io_pct] -clock clk0 $non_clock_inputs
set_output_delay [expr $clk_period * $clk_io_pct] -clock clk0 [all_outputs]
```

==> run summary <==
impl run done, here's what came out: met1 WL=about 540 mm, CP bufs+invs=10, Commonest Layout Cell=edfxtp_1, P_leak=226 nW, Crit path depth=17, clk sink count=roughly 16000, Clock Latency Late Sink=1430 ps, vias per cell=roughly 6.0, drt wl/cell=slightly below 40 um, number of stages on the worst hold path=5, # H-tree levels=7, initial antenna violation count=around 150, startpoint types=primary input, first-pass GRT wire length=2830 mm, # IOs=~150, Final Max Slew Viols=0, final core utilization=46.0%, total power=26.5 mW, I/O Buffers=around 150, worst-margin pin slew=between 1000 and 1500 ps, synthesized flop and latch total=16400, cell count in the Yosys report=29000, peak supply drop=0.0308 mV, setup repair bufs after CTS=0, post-synthesis cell type count=roughly 74, share of the yosys chip area belonging to registers=approximately four fifths, slew margin rel.=less than 1%, max incr delay on CP=~1100 ps, FF-to-FF path depth=9, most used cell, CP=buf_4, Post-DP HPWL=1270 mm, Init Core Util=roughly two fifths, TritonRoute pass-1 iters=6, mean area per synthesized cell=between 20 and 25 sq um, CTS buffer count=1684, Critical Path AT=between 15000 and 20000 ps, flip-flops with a built-in enable=16400, largest net degree at the start of global routing=about 130, die height=~1.3 mm, critical path required time=55540 ps, clock tree from TritonCTS=yes, Setup TNS Final=0 ps, final critical-path required period=17700 ps, Die Area=roughly 1600000 sq um, Area after DPL=about 660000 sq um, Area Growth Syn to Fin=14.5%, Worst Path Max Fanout=77, share of cells above drive strength 1=between 20% and 30%, setup violators final=0, Final Wtd Congestion=approximately 0.93, 1st-iter DRT viols=23300, tool warning count=approximately 42, All-Layer GR Usage=between 20% and 30%, power density cells=roughly 37 nW/um^2, status=complete, no violations, hold crit path type=flip-flop to flip-flop, CTS max path bufs=6, Worst Setup End Kind=flip-flop, final worst-path cycle share=32.5%, grt ovf=0, routed wire length=roughly 2100 mm, via count=approximately 320k, FP Rows=roughly 460, post-route worst setup slack=36700 ps, DP Worst Slack=approximately 35000 ps, Primary FF master, synth=edfxtp_1, clock root cell=clkbuf_16, vias in the first global route=352000, Warnings, synthesis=1, most common logic cells in the final layout=16400 x edfxtp_1, 2838 x mux4_2, 2325 x mux2i_1, max cap viols=0, unrepaired setup endpoints after global routing=no, Post-DRT Antenna Nets=0, critical-path cell list=buf_16, buf_4, buf_4, buf_12, buf_12, buf_4, buf_4, buf_4, mux2i_1, o221ai_1, nor3_1, nor4_1, buf_4, nand4_1, nand4b_1, buf_4, nor3_1, Top Layer Used=met5, CP max-delay cell=nor4_1, Layout Cells excl Fill=between 50000 and 60000, core box area=1560000 sq um, Fin Hold WS=between 1000 and 1500 ps, post-CTS resize count=0, Post-Syn Area=627000 sq um, worst clock skew=120 ps, placed instance count=between 50000 and 60000, Final Cell Area=a little over 700000 sq um, met3 WL=~480 mm, Max Fclk=56.5 MHz, routed wl met2=just over 900 mm, CTS clk-pin slew, worst paths=about 60 ps, Yosys chip area=approximately 630000 sq um, die x size=between 1 and 1.5 mm, Setup CP Type=primary input to flip-flop, hold_buf cts=0, fillers=~130k, Post-route DRC=0, asr flop ratio synth=0%, Cells after Synth=roughly 29000, delay-heaviest family, CP=buffers and inverters, Final Hold Vio Count=0
[cell families (layout without fill, tap and decap cells)]
logic type / count (synthesis) / after routing / synth area share, %
buffers and inverters: 1811 / 5189 / 1.59
AND-OR/OR-AND: 3505 / 3505 / 3.91
multiplexers: 5416 / 5416 / 14.4
AND/OR/NAND/NOR: 1802 / 1802 / 1.41
flip-flops: 16400 / 16400 / 78.7
other: 0 / 294 / 0
[synth_stat cells, drive strengths merged, types with 213 or more instances]
cell type  number  area [sq um]
a211oi        213          1600
a21oi         732          3660
a221oi        266          2330
a22oi         341          2560
buf           934          6660
clkbuf        842          3160
edfxtp      16400        494000
mux2          249          2800
mux2i        2325         23300
mux4         2842         64000
nand2         346          1300
nor2          467          1750
nor3          369          1850
nor4          328          2100
o21ai         296          1480
o221ai        705          6180
o22ai         567          3550
[worst min-delay path, cell delays in order (launching register included)]
cell and delay (ps):
edfxtp_1 310, mux4_2 220, nor2_1 40, a21oi_1 120
o211ai_1 100, nor4_2 140
[report_power, final]
group / internal, mW / switching, mW / leakage (nW) / total [mW]
Combinational: 0.402 / 0.919 / 52.8 / 1.32
Sequential: 14.0 / 0.0267 / 148 / 14.0
Clock: 6.43 / 4.74 / 25.7 / 11.2
Total: 20.8 / 5.69 / 226 / 26.5
[metal layers]
metal | vias to the layer above | track usage [%]
met5 | - | 7.00
met4 | 283 | 14.3
met3 | 4708 | 29.3
met2 | 28800 | 39.4
met1 | 160000 | 27.4
li1 | 128000 | -
[sequential cells by signal, indices dropped and copies added (netlist names)]
| name | count |
|---|---|
| mem | 16384 |
| rdata | 64 |
[final timing paths]
path / endpoint / from / slack [ps]
min: rdata[62]$_DFFE_PP_ / mem[127][62]$_DFFE_PP_ / 1070
max: rdata[63]$_DFFE_PP_ / raddr[0] / 36700
min reg2reg: rdata[62]$_DFFE_PP_ / mem[127][62]$_DFFE_PP_ / 1070
max reg2reg: rdata[17]$_DFFE_PP_ / mem[98][17]$_DFFE_PP_ / 50430
[layout make-up]
cell class / count / area, sq um / area share (%)
Antenna cell: 294 / 736 / 0.102
Sequential cell: 16400 / 494000 / 68.8
Tap cell: 20700 / 26000 / 3.61
Multi-Input combinational cell: 10700 / 127000 / 17.7
Clock buffer: 2007 / 43700 / 6.09
Inverter: 34 / 143 / 0.0199
Clock inverter: 983 / 8910 / 1.24
Timing Repair Buffer: 2165 / 17900 / 2.49
Power and IR drop assume default switching activity.
