==> design/flow/design.v <==
package qpu_pkg;
    parameter int BLOCK_SIZE      = 256;      
    parameter int MANT_WIDTH      = 24;       
    parameter int WORK_WIDTH      = 32;       
    parameter int EXP_WIDTH       = 8;        
    parameter int PARALLEL_LANES  = 16;       
    parameter int AXI_DATA_WIDTH  = 512;      
    parameter int AXI_ADDR_WIDTH  = 33;       
    parameter int COMPLEX_WIDTH       = 2 * WORK_WIDTH;
    parameter int STORED_COMPLEX_W    = 2 * MANT_WIDTH;
    parameter int BLOCK_ADDR_WIDTH    = $clog2(BLOCK_SIZE);
    parameter int GUARD_BITS          = 1;
    parameter int ROUND_BITS          = WORK_WIDTH - MANT_WIDTH;
    typedef logic signed [WORK_WIDTH-1:0]  work_t;
    typedef logic signed [MANT_WIDTH-1:0]  mant_t;
    typedef logic        [EXP_WIDTH-1:0]   exp_t;
    typedef struct packed {
        work_t real_num;
        work_t imaginary;
    } complex_work_t;
    typedef struct packed {
        mant_t real_num;
        mant_t imaginary;
    } complex_mant_t;
endpackage
import qpu_pkg::*;
module normalize_round #(
    parameter int WORK_WIDTH = 32,
    parameter int MANT_WIDTH = 24
  )(
    input  logic signed [WORK_WIDTH-1:0]            in_val,
    input  logic        [$clog2(WORK_WIDTH):0]      shift_amt,
    output logic signed [MANT_WIDTH-1:0]            mant_out
  );
    localparam int DROP = WORK_WIDTH - MANT_WIDTH;
    logic signed [WORK_WIDTH-1:0] shifted;
    logic signed [MANT_WIDTH-1:0] mant_trunc;
    logic                         guard;
    logic                         sticky;
    logic                         lsb;        
    logic                         round_up;
    localparam logic signed [MANT_WIDTH-1:0] MANT_MAX = {1'b0, {(MANT_WIDTH-1){1'b1}}};
    localparam logic signed [MANT_WIDTH-1:0] MANT_MIN = {1'b1, {(MANT_WIDTH-1){1'b0}}};
    always_comb begin
      shifted = in_val >>> shift_amt;
    end
    generate
      if (DROP == 0) begin : gen_no_drop
        always_comb begin
          mant_trunc = shifted[MANT_WIDTH-1:0];
          guard      = 1'b0;
          sticky     = 1'b0;
          lsb        = mant_trunc[0];
          round_up   = 1'b0;
        end
      end else begin : gen_drop
        always_comb begin
          mant_trunc = shifted[WORK_WIDTH-1 -: MANT_WIDTH];
          guard = shifted[DROP-1];
          if (DROP > 1)
            sticky = |shifted[DROP-2:0];
          else
            sticky = 1'b0;
          lsb      = mant_trunc[0];
          round_up = guard && (sticky || lsb);
        end
      end
    endgenerate
    always_comb begin
      logic signed [MANT_WIDTH:0] sum;  
      sum = {mant_trunc[MANT_WIDTH-1], mant_trunc} + (round_up ? {{MANT_WIDTH{1'b0}},1'b1} : '0);
      if (!mant_trunc[MANT_WIDTH-1] && sum[MANT_WIDTH-1]) begin
        mant_out = MANT_MAX;
      end else if (mant_trunc[MANT_WIDTH-1] && !sum[MANT_WIDTH-1] && (mant_trunc == MANT_MIN)) begin
        mant_out = MANT_MIN;
      end else begin
        mant_out = sum[MANT_WIDTH-1:0];
      end
    end
  endmodule
==> design/flow/run.sh <==
#!/bin/bash
# OpenROAD 26Q1-2900-gdf79404cd8, Yosys 0.63+post, stock flow scripts
make -C /OpenROAD-flow-scripts/flow DESIGN_CONFIG=/design/flow/config.mk WORK_HOME=/design/flow/orfs finish
==> design/flow/config.mk <==
export PLATFORM = sky130hd
export DESIGN_NAME = normalize_round
export DESIGN_NICKNAME = normalize_round
export VERILOG_FILES = /design/flow/design.v
export SDC_FILE = /design/flow/constraint.sdc
export NUM_CORES = 4
export LEC_CHECK = 1
export CORE_UTILIZATION = 40
==> design/flow/constraint.sdc <==
current_design normalize_round

set clk_period 15.4
set clk_io_pct 0.2

create_clock -name clk0 -period $clk_period

set non_clock_inputs [all_inputs -no_clocks]
set_input_delay [expr $clk_period * $clk_io_pct] -clock clk0 $non_clock_inputs
set_output_delay [expr $clk_period * $clk_io_pct] -clock clk0 [all_outputs]
==> flow_summary.yaml <==
# implementation run metrics
run_status:
  status: "finished, final reports clean"
power:
  power_frac_seq_pct: 0
  combPwrFrac_pct: 100.0
  max-vdd-ir-drop_uv: 28.04
  powerDensity_nw_per_um2: 33.52
  p_clk_share_pct: 0
  power_switching_uw: 63.66
  p_leak_nw: 1.260
  sw_frac_of_total_pct: 52.99
  internal-power_uw: 56.46
floorplan:
  die_x_um: 88.36
  fp_util_pct: 41.35
  die_y_um: 88.36
  core-area_um2: 7214
  rows: 31
  pin_count: 62
  dieArea_um2: 7807
global_routing:
  grt_max_degree: 62
  use_met3_pct: 5.014
  grt_antenna_before_repair: 0
  grt_usage_pct: 30.25
  grt_pass1_wl_um: 17460
  grt.met1_usage_pct: 46.63
  use_met2_pct: 46.64
  overflow: 0
  grt-busiest-layer: "met2"
  first_global_vias: 3119
drt:
  drtPass1Iterations: 5
  drt_iter0_markers: 317
  post_drt_wl_per_cell_um: 20.88
  wirelength_um: 11020
  dr_total_vias: 3375
  diodes: 0
  ant_nets: 0
  drc: 0
  via_per_inst: 6.392
final_timing:
  finalCritPeriodShare_pct: 71.59
  hold_violations: 0
  slew_violations: 0
  tns_ps: 0
  fin_crit_ps: 11020
  finalSetupViolCount: 0
  max_slew_margin_pct: 42.73
  rsz0062_at_grt: "no"
  fmax_ghz: 0.09071
  worst_pin_slew_ps: 859.0
placement:
  post_dp_cell_area_um2: 3583
  place.gp.congestion: 0.9783
  numPortBuffers: 62
  place_hpwl_um: 8642
setup_path:
  critPathMaxStageDelay_ps: 610
  cp.required_ps: 12320
  cp.arrival_ps: 7940
  cpMostUsedCell: "clkdlybuf4s50_1"
  end_kind: "output pin"
  critPathMaxFanout: 35
  worstSetupStartpointType: "input port"
  worstPathCellList: "clkdlybuf4s50_1 > buf_4 > inv_1 > mux4_2 > a221oi_2 > nand4bb_1 > nor4_1 > nand3_1 > nor3_1 > ha_1 > and2_1 > nand4_1 > nor4_4 > nand2_2 > o21ai_2 > clkdlybuf4s50_1"
  crit_type: "in -> out"
  critPathSlowestCell: "mux4_2"
min_path:
  holdPathEnd: "mant_out[16]"
  min_from: "in_val[31]"
  min_path_cells: 5
  hp-class: "in -> out"
synthesis:
  netlist_area_um2: 2983
  avgSynthCellArea_um2: 7.629
  synth_stat.cells: 391
  synthCells: 391
  top_cell_area_share_pct: 18.12
  yosysChipArea_um2: 2983
  ys_seq_share_pct: 0
  top_area_cell: "mux4_2"
  topCellsByArea: "mux4_2 (18%), mux2i_1 (10%), nand2_1 (5.8%)"
  yosysUniqueCellTypes: 74
  yosysWarnings: 1
job:
  maxCapViolations: 0
  log.warning_count: 33
clocking:
  post_cts_buffers: 0
  cts_hold_buf: 0
  cts_resized: 0
finish:
  design.seq.count: 0
  fin_area_um2: 3583
  drive_gt1_share_pct: 14.45
  post-route-util_pct: 49.67
  clkbuf_count: 0
  area_growth_pct: 20.13
  seq_area_um2: 0
  fillerInstances: 713
[worst max path at each step]
stage | from | to | slack [ps] | depth (start not counted)
after CTS | shift_amt[2] | mant_out[23] | 4430 | 16
after global routing | shift_amt[2] | mant_out[23] | 4100 | 16
final | shift_amt[2] | mant_out[23] | 4380 | 16
[critical path, delay by kind of cell]
kind                     cells  cell delay, ps
multiplexers                 1             610
AND/OR/NAND/NOR              8            1910
AND-OR/OR-AND                2             500
buffers and inverters        4            1620
adder cells (fa/ha/maj)      1             200
[Yosys cell counts (4+ instances only)]
library cell,instances
clkbuf_1,14
buf_4,4
nand2b_1,5
mux2i_1,31
nand4_1,7
inv_1,14
a31oi_1,5
mux4_2,24
a21oi_1,15
xnor2_1,6
mux2_2,13
o21ai_0,21
o22ai_1,6
nor2b_1,4
buf_2,6
nand2_1,46
nor3_1,24
nand3_1,11
o32ai_1,4
xor2_1,5
o21a_1,5
nor2_1,32
nor4_1,4
a211oi_1,4
[power by group through the flow]
stage / clock (mW) / sequential, mW / combinational, mW
CTS: 0 / 0 / 0.118
global route: 0 / 0 / 0.130
finish: 0 / 0 / 0.120
[cell families after synthesis]
kind of cell,after synthesis,share of synthesized area (%)
AOI/OAI and AO/OA,107,26.55
buffers and inverters,45,8.012
muxes,70,34.31
adders and majority gates,3,1.259
xor gates and xnor gates,11,3.230
and+or+nand+nor,155,26.64
[layout make-up]
type               count  area, µm²  area share (%)
repair buffers        69      663.1           18.51
multi-input cells    346       2744           76.57
well taps             99      123.9           3.457
inverters             14      52.55           1.466
[stage by stage]
stage / setup slack (ps) / std cells / hold slack (ps) / total power [mW]
after CTS: 4433 / 528 / 7416 / 0.1183
after global placement: 4508 / 528 / 7408 / 0.1190
after global routing: 4104 / 528 / 7483 / 0.1302
after detailed placement: 4439 / 528 / 7409 / 0.1178
after floorplan: 6150 / 391 / 6419 / 0.07369
final: 4376 / 528 / 7425 / 0.1201
[layer usage]
| layer | share of wire, % | routed length (µm) |
|---|---|---|
| met5 | 0 | 0 |
| met3 | 8.0 | 880 |
| met1 | 45 | 5015 |
| met4 | 1.5 | 170 |
| met2 | 45 | 4957 |
[placed cells by master (no fill, tap or decap), types with 6 or more instances in the layout]
cell type | netlist | layout
clkdlybuf4s50_1 | 0 | 60
nand2_1 | 46 | 46
nor2_1 | 32 | 32
mux2i_1 | 31 | 31
mux4_2 | 24 | 24
nor3_1 | 24 | 24
o21ai_0 | 21 | 21
a21oi_1 | 15 | 15
inv_1 | 14 | 14
mux2_2 | 13 | 13
nand3_1 | 11 | 11
nand4_1 | 7 | 7
buf_4 | 4 | 7
o22ai_1 | 6 | 6
xnor2_1 | 6 | 6
Power and IR drop assume default switching activity.
